===== flow/design.v =====
`timescale 1ns / 1ps
module keyb(
input wire kb_clock,  
input wire data,  
output reg [3:0] char 
);
reg [7:0] d_current;
reg [7:0] d_previous;
reg [3:0] count;
reg break;
initial
begin
count<=4'h1;  
break<=1'b0;
d_current<=8'hf0;
d_previous<=8'hf0;
char<=3'b0;
end
always @(negedge kb_clock)  
begin
case(count)
1:;  
2:d_current[0]<=data;  
3:d_current[1]<=data;
4:d_current[2]<=data;
5:d_current[3]<=data;
6:d_current[4]<=data;
7:d_current[5]<=data;
8:d_current[6]<=data;
9:d_current[7]<=data;
10:break<=1'b1;  
11:break<=1'b0;  
endcase
 if(count<=10)
 count<=count+1;
 else if(count==11)
 count<=1;
end
always@(posedge break)  
begin
if(d_current==8'hf0)
begin
case(d_previous)
8'h16: char<= 4'b0001;   
8'h1E: char<= 4'b0010;  
8'h26: char<= 4'b0011;  
8'h25: char<= 4'b0100;  
8'h2E: char<= 4'b0101;  
8'h36: char<= 4'b0110;  
8'h3D: char<= 4'b0111;  
8'h3E: char<= 4'b1000;  
8'h46: char<= 4'b1001;  
8'h45: char<= 4'b0000;  
8'h5A: char<= 4'b1100;  
default: char<= 4'b1011;  
endcase
end
 else
 d_previous<=d_current;
end endmodule

===== flow/run.sh =====
#!/bin/bash
# OpenROAD 26Q1-2900-gdf79404cd8, Yosys 0.63+post, stock flow scripts
make -C /OpenROAD-flow-scripts/flow DESIGN_CONFIG=/design/flow/config.mk WORK_HOME=/design/flow/orfs finish

===== flow/config.mk =====
export PLATFORM = sky130hd
export DESIGN_NAME = keyb
export DESIGN_NICKNAME = keyb
export VERILOG_FILES = /design/flow/design.v
export SDC_FILE = /design/flow/constraint.sdc
export NUM_CORES = 4
export LEC_CHECK = 1
export CORE_AREA = 10 10 93 93
export DIE_AREA = 0 0 103 103

===== flow/constraint.sdc =====
current_design keyb

set clk_period 1.4
set clk_io_pct 0.2

create_clock -name clk0 -period $clk_period [get_ports {kb_clock}]

set non_clock_inputs [all_inputs -no_clocks]
set_input_delay [expr $clk_period * $clk_io_pct] -clock clk0 $non_clock_inputs
set_output_delay [expr $clk_period * $clk_io_pct] -clock clk0 [all_outputs]

==> results_dict.tcl <==
# yosys + openroad results
set metrics [dict create \
    outcome "completed" \
    rows 30 \
    die.size.y_um 103 \
    worst_pin_slew_ps 354 \
    warning_count 42 \
    end_kind "register" \
    first_pass_iters 4 \
    ys_cells 97 \
    rsz0062_at_grt "yes" \
    synth-warning-count 1 \
    htreeDepth 1 \
    area_delta_synth_final_pct 24.2 \
    cpLargestDelayFamily "flip-flops" \
    top_area_share_pct 61.5 \
    worstReg2RegStart "count[0]" \
    fin_ws_ps 49.8 \
    tns_ps 0 \
    r2r_slack_ps 50 \
    grt_pass1_vias 806 \
    port_buffers 5 \
    grt_max_degree 13 \
    grt_use_total_pct 3.64 \
    crit_path_start_kind "register" \
    path_cells "inv_1 > ha_2 > buf_4 > nor3b_1" \
    hold_class "register to register" \
    drtAntennaViolNets 0 \
    sequentialPowerShare_pct 48.8 \
    skew_ps 7.14 \
    critPathKind "register to register" \
    powerDensity_nw_per_um2 581 \
    unconstrained_endpoints 28 \
    max_freq_mhz 741 \
    min_to "d_current[0]" \
    drv_slew 0 \
    hp-start "count[3]" \
    leakage_nw 0.560 \
    cts_tree "built" \
    fp_util_pct 18.1 \
    maxSlewHeadroom_pct 76.4 \
    async_flop_share_pct 0 \
    crit_buf_inv 2 \
    via_per_inst 4.01 \
    yosysChipArea_um2 1220 \
    switching_share_pct 23.5 \
    slowest_delay_ps 420 \
    drive_gt1_share_pct 14.5 \
    ys_types 33 \
    synth_flops 25 \
    synthesis.instances 97 \
    cts_buffer_depth 2 \
    dpl.hpwl_um 1420 \
    routed_wl_um 1900 \
    total_power_w 0.000880 \
    synth-main-ff-cell "edfxtp_1" \
    ir_worst_vdd_uv 584 \
    routedWlPerCell_um 9.31 \
    hold_viol 0 \
    cts.clk_slew.worst_paths_ps 30 \
    final_common_cell "edfxtp_1" \
    syn_avg_cell_area_um2 12.6 \
    antenna_found_initial 0 \
    syn_area_um2 1220 \
    cts-hold-fix-buffers 0 \
    pwr-share-comb_pct 0.5 \
    clkPwrFrac_pct 50.7 \
    floorplan.io_pins 6 \
    overflow 0 \
    reg2reg_depth 4 \
    maxCapViolations 0 \
    die_area_um2 10600 \
    setup_viol 0 \
    path_max_fanout 4 \
    numCtsBuffers 3 \
    place_congestion 0.893 \
    dieWidth_um 103 \
    holdPathStages 1 \
    clockRootBuffer "clkbuf_8" \
    pre_cts_slack_ps -426 \
    power.internal_w 0.000673 \
    worstPathArrival_ps 2050 \
    synth.area.top_cells "edfxtp_1 (61%), and2_1 (4.1%), ha_1 (4.1%)" \
    finalClockPeriodUsage_pct 96.4 \
    unclocked_regs 12 \
    crit_required_ps 2100 \
    drt_iter0_drc 17 \
    worstSkewPairLatency_ps 310 \
    power.switching_w 0.000207 \
    cp_slowest_cell "edfxtp_1" \
    timing.hold.ws_ps 639 \
    postSynthSeqShare_pct 61.5 \
    lay_top_cells "edfxtp_1 (25), inv_1 (23), and2_1 (8), buf_4 (7)" \
    vias 819 \
    edf_count 25 \
    core-area_um2 6760 \
    drc 0 \
    rr_endpoint "d_current[0]" \
    utilization_pct 22.4 \
    n_antenna_cell 0 \
    grt_pass1_wl_um 3260 \
    fin_crit_ps 1350 \
    netlist.top_cell.by_area "edfxtp_1" \
]
[cells by family (layout without fill, tap and decap cells)]
| kind of cell | after synthesis | in the layout | synth area share, % |
|---|---|---|---|
| flip-flops | 25 | 25 | 61.5 |
| adder cells (fa/ha/maj) | 4 | 4 | 4.10 |
| multiplexers | 1 | 1 | 0.820 |
| XOR/XNOR | 2 | 2 | 1.43 |
| AND/OR/NAND/NOR | 39 | 39 | 20.5 |
| buffers and inverters | 11 | 38 | 3.48 |
| AND-OR/OR-AND | 15 | 15 | 8.20 |
[Yosys cell counts, types with 2 or more instances]
| cell | number |
|---|---|
| nor2b_1 | 4 |
| o22ai_1 | 2 |
| and2_1 | 8 |
| nand3_1 | 2 |
| o21ai_0 | 4 |
| nor3b_1 | 6 |
| inv_1 | 10 |
| edfxtp_1 | 25 |
| a21oi_1 | 2 |
| nor2_1 | 3 |
| nand2_1 | 6 |
| ha_1 | 4 |
[final cells by class]
class / count / area (µm²)
Fill cell: 725 / 5240
Sequential cell: 25 / 751
Multi-Input combinational cell: 61 / 437
Timing Repair Buffer: 12 / 101
Tap cell: 80 / 100
Clock inverter: 14 / 52.6
Clock buffer: 3 / 41.3
Inverter: 9 / 33.8
[power by group through the flow]
| stage | combinational [W] | clock (W) | sequential, W |
|---|---|---|---|
| CTS | 0.00000431 | 0.000472 | 0.000429 |
| global route | 0.00000487 | 0.000563 | 0.000427 |
| finish | 0.00000420 | 0.000447 | 0.000429 |
[repair_timing]
action                                 in CTS  in global routing
pin swaps                                   0                  0
setup endpoints to repair                  13                  9
endpoints found under the hold margin       0                  0
gates resized                               3                  2
buffers inserted                            0                  2
[per-stage QoR]
step | instance area [µm²] | instances
after floorplan | 1220 | 97
after global placement | 1400 | 186
after detailed placement | 1400 | 186
after CTS | 1500 | 202
after global routing | 1520 | 204
final | 1520 | 204
[flip-flops by register name (all words and copies together) (netlist names)]
| name | cells |
|---|---|
| d_previous | 8 |
| d_current | 8 |
| count | 4 |
| char | 4 |
| break | 1 |
[worst max path at each step]
stage / start / to / cells past startpoint
after CTS: count[0] / count[1] / 5
after global routing: count[0] / count[1] / 5
final: count[0] / d_current[0] / 4
[per-layer routing]
metal / GRT usage, % / vias to the layer above / part of all wire (%)
li1: - / 412 / -
met1: 4.18 / 387 / 46
met2: 6.09 / 20 / 47
met3: 1.49 / 0 / 6.7
met4: 1.07 / 0 / 0
met5: 0 / - / 0
No activity file was given, so power comes from the tool's default toggle rates.
